===== design/flow/design.v =====
`timescale 1ns / 1ps
module axilite_s(
    input  wire         s_axi_aclk,
    input  wire         s_axi_aresetn,
    input  wire         s_axi_awvalid,
    output reg          s_axi_awready,
    input  wire [31: 0] s_axi_awaddr,
    input  wire         s_axi_wvalid,
    output reg         s_axi_wready,
    input  wire [31: 0] s_axi_wdata,
    output reg         s_axi_bvalid,
    input  wire         s_axi_bready,
    output reg  [1: 0] s_axi_bresp,
    input wire         s_axi_arvalid,
    output reg         s_axi_arready,
    input wire [31: 0] s_axi_araddr,
    output reg         s_axi_rvalid,
    input wire         s_axi_rready,
    output reg [31: 0] s_axi_rdata,
    output reg  [1: 0] s_axi_rresp
    );
localparam idle            = 0, 
           send_waddr_ack  = 1,
           send_raddr_ack  = 2,
           send_wdata_ack  = 3,
           update_mem      = 4,
           send_wr_err     = 5,
           send_wr_resp    = 6,
           gen_data        = 7,
           send_rd_err     = 8,
           send_rdata      = 9;
reg [3:0] state      = idle;
reg [3:0] next_state = idle;
reg [1:0] count    = 0;
reg [31:0] waddr, raddr, wdata, rdata;
reg [31:0] mem [128];
always@(posedge s_axi_aclk)
begin
if (s_axi_aresetn == 1'b0)
begin
            state <= idle;
            for(int i = 0; i < 128; i++)
            begin
            mem[i] <= 0;
            end
            s_axi_awready <= 0;
            s_axi_wready  <= 0;
            s_axi_bvalid  <= 0;
            s_axi_bresp   <= 0;
            s_axi_arready <= 0;
            s_axi_rvalid  <= 0;
            s_axi_rdata   <= 0;
            s_axi_rresp   <= 0;
            waddr         <= 0;
            raddr         <= 0;
            wdata         <= 0;
            rdata         <= 0;      
 end
 else 
 begin
        case(state)
        idle: 
        begin
            s_axi_awready <= 0;
            s_axi_wready  <= 0;
            s_axi_bvalid  <= 0;
            s_axi_bresp   <= 0;
            s_axi_arready <= 0;
            s_axi_rvalid  <= 0;
            s_axi_rdata   <= 0;
            s_axi_rresp   <= 0;
            waddr         <= 0;
            raddr         <= 0;
            wdata         <= 0;
            rdata         <= 0;
            count         <= 0;
            s_axi_rvalid  <= 1'b0;
            if (s_axi_awvalid == 1'b1)
                    begin
                    state         <= send_waddr_ack;
                    waddr         <= s_axi_awaddr;
                    s_axi_awready <= 1'b1;
                    end
            else if (s_axi_arvalid == 1'b1)
                    begin
                    state         <= send_raddr_ack;
                    raddr         <= s_axi_araddr;
                    s_axi_arready <= 1'b1;
                    end
            else
                    begin
                    state         <= idle;
                    end
        end
       send_waddr_ack : 
       begin
        s_axi_awready <= 1'b0;
        if(s_axi_wvalid)
                  begin
                  wdata        <= s_axi_wdata;
                  s_axi_wready <= 1'b1;
                  state        <= send_wdata_ack;
                  end
        else
                  begin
                  state        <= send_waddr_ack;
                  end
       end
       send_wdata_ack: 
       begin
          s_axi_wready <= 1'b0;
          if(waddr < 128)
                   begin
                   state      <= update_mem;
                   mem[waddr] <= wdata;
                   end 
          else
                 begin
                 state        <= send_wr_err;
                 s_axi_bresp <= 2'b11;  
                 s_axi_bvalid <= 1'b1; 
                 end
       end
       update_mem: 
       begin
       mem[waddr] <= wdata;
       state      <= send_wr_resp;
       end
       send_wr_resp: 
       begin
       s_axi_bresp  <= 2'b00;
       s_axi_bvalid <= 1'b1;
       if(s_axi_bready)
                 begin
                 state        <= idle;
                 end
       else 
                 begin
                 state        <= send_wr_resp;
                 end
       end
       send_wr_err: begin
       if(s_axi_bready)
                 begin
                 state   <= idle;
                 end
       else 
                 begin
                 state <= send_wr_err;
                 end
       end
        send_raddr_ack : 
        begin
        s_axi_arready = 1'b0;
        if(raddr < 128)
                state <= gen_data;
        else
                begin
                s_axi_rvalid <= 1'b1;
                state <= send_rd_err;
                s_axi_rdata  <= 0;
                s_axi_rresp  <= 2'b11;
                end
       end
        gen_data: begin
        if(count < 2)
                begin
                rdata <= mem[raddr];
                state <= gen_data;
                count <= count + 1;
                end       
        else
                begin
                s_axi_rvalid <= 1'b1;
                s_axi_rdata  <= rdata;
                s_axi_rresp  <= 2'b00;
                if(s_axi_rready)
                   state <= idle;
                else
                   state <=  gen_data;
                end
        end
        send_rd_err:
        begin
        if(s_axi_rready)
                begin
                state <= idle;
                end
        else
                begin
                state <= send_rd_err;
                end
        end
       default: state <= idle;
    endcase
end
end
endmodule
interface axi_if;
  logic clk,resetn;
  logic awvalid, awready;
  logic arvalid, arready;
  logic wvalid, wready;
  logic bready, bvalid;
  logic rvalid, rready;
  logic [31:0] awaddr, araddr, wdata, rdata;
  logic [1:0] wresp,rresp;
endinterface

===== design/flow/run.sh =====
#!/bin/bash
# OpenROAD 26Q1-2900-gdf79404cd8, Yosys 0.63+post, stock flow scripts
make -C /OpenROAD-flow-scripts/flow DESIGN_CONFIG=/design/flow/config.mk WORK_HOME=/design/flow/orfs finish

===== design/flow/config.mk =====
export PLATFORM = sky130hd
export DESIGN_NAME = axilite_s
export DESIGN_NICKNAME = axilite_s
export VERILOG_FILES = /design/flow/design.v
export SDC_FILE = /design/flow/constraint.sdc
export NUM_CORES = 4
export LEC_CHECK = 1
export CORE_UTILIZATION = 30

===== design/flow/constraint.sdc =====
current_design axilite_s

set clk_period 118.7
set clk_io_pct 0.2

create_clock -name clk0 -period $clk_period [get_ports {s_axi_aclk}]

set non_clock_inputs [all_inputs -no_clocks]
set_input_delay [expr $clk_period * $clk_io_pct] -clock clk0 $non_clock_inputs
set_output_delay [expr $clk_period * $clk_io_pct] -clock clk0 [all_outputs]

==> design notes <==
The run finished with clean final reports. The run gives 0 as the remaining global-route overflow. The most used flip-flop cell after synthesis was edfxtp_1. The synthesis stat section lists a flop and latch total of 4276. Once layout is complete, the cells apart from fillers number 21600. The cell type that accounts for the most area after synthesis is edfxtp_1. The run gives 201000 sq um as the post-detailed-placement cell area. The mean instance size in the synthesized netlist works out to 14.5 sq um.

The area fraction of the dominant cell type after synthesis is 0.652. In the synthesized netlist, the cells that appear most often are 4098 x edfxtp_1, 2183 x and2_1, 2009 x nor2_1. The routed design shows a via density per instance of 5.00.

With the die boundary height at 795 um, the core outline area is 625000 sq um. The share of flip-flops with an asynchronous set or reset after synthesis works out to 0. The run gives 5 as the level count of the clock H-tree. Counting tap cells, the placed design contains a total of 20800 instances.

The number of flops mapped to enable cells by yosys was 4098. For the initial antenna violation count, the log shows 29. The tools report the portion of the post-synthesis area used by sequential elements as 0.671. The via count of the first global-routing pass was 113000; the average routed wire per standard cell was 26.9 um. Per the timing report, the most critical flop-to-flop path finishes at rdata[0]$_SDFFE_PN0P_.

Per the timing report, the biggest fanout along the worst path comes to 51. The tools report the insertion delay of the later-clocked pin in the worst-skew pair as 1040 ps. The clock period could shrink to 26480 ps. The end-of-flow timing check tallies setup violations at 0.

The final wirelength was 582000 um; the setup TNS was 0 ps. The placement report lists the number of port buffers as 143. The OpenROAD report gives the critical path a data arrival time of 27120 ps. Per the TritonCTS log, the buffer count is 449. The tightest min-delay check is of the reg -> reg type. Counting buffers and inverters, the worst setup path is 9 cells deep. The tally of unique sky130hd cells used after synthesis came out at 55. The cell with the most instances after synthesis is edfxtp_1. The run gives 14.1% for the signed area change from the synthesized netlist to the final layout. The count of warning messages emitted by the tools was 30. Tracing the worst setup path back leads to its startpoint at s_axi_aresetn.

Synthesis produced a netlist whose cell count is 13000. The clock tree has to reach 4276 sinks. The flow reports an fmax of 37.8 MHz. Overall power consumption after layout is estimated at 3.58 mW.

Count of nets left with antenna violations after detail routing: 0. The tools report the floorplan utilization as 0.302. The proportion of layout cells with a drive suffix above 1 came out at 0.171. With the count of fill cells added during filler insertion at 58500, the stage delay of the slowest cell on the critical path is 500 ps. Number of warnings reported in the yosys synthesis log: 1.

The global-route wire length before repair was 829000 um; the part of the cycle the worst path needs was 0.223. The iteration-0 DRC count of the detailed router was 7143. The worst endpoint required time is 119350 ps.

The kind of end point of the critical path was a flip-flop. In this run the power density over the cells is 16.6 nW/um^2. The worst setup path is of the in -> reg kind. Counting along the longest clock path gives a buffer depth of 4. Clock skew on the completed layout was measured at 80.1 ps. The worst ir drop on vdd is 12.6 uV, and the depth of the most critical reg-to-reg path is 12. The run gives 0 as the total of cells resized after clock tree synthesis. The final number of max-transition violations is 0. Cell with the biggest individual delay on the critical path: buf_4.

TritonCTS built the clock tree. With fillers left out, the area of the finished cells amounts to 215000 sq um. In this run the clock root is driven by a clkbuf_16. At the pin with the least slew margin, the transition time is 1200 ps.

For the detailed-router iteration count before antenna repair, the log shows 6. The area of the die was 632000 sq um; the placed wire-length estimate after detailed placement was 346000 um. In this run the cell area of the synthesized design comes to 189000 sq um.

For the relative slew slack, the log shows 0.190. Summed over all cells, the static leakage comes to 69.0 nW. The final timing report lists a hold violation count of 0. The run gives 0.344 for the end-of-flow core utilization. Setup repair after global routing left no endpoint under its margin. Per the detail_route report, DRC violations left total 0.

The synthesis report lists the most area-consuming cells as edfxtp_1 65%, mux4_2 9.9%, and2_1 7.2%. The clock-pin slew reported for the worst setup and hold paths after clock tree synthesis was 60 ps. The run gives 795 um for the die width. For the total of max-cap violations, the log shows 0. Among cell families on the critical path, the largest total delay comes from buffers and inverters. The most prevalent standard cell on the critical path is buf_4. The run gives 189000 sq um for the chip area from the yosys synthesis statistics. According to the I/O placement log, the pin count is 144. Global-route total usage across every layer: 0.194. The run gives 0.925 for the global placer's final weighted congestion.

The worst setup path is launched from an input pin. After clock tree synthesis, the flow added hold-fix buffers numbering 0. The cell count listed in synth_stat.txt came out at 13000. The run gives 290 as the cell row count. The number of buffers and inverters on the critical path is 5. Entering global routing, the biggest net connects 122 pins.

The post-CTS setup buffer count was 0; the number of vias in the routed layout was 108000. The tools report the worst reg-to-reg setup slack as 111780 ps. The most critical setup path has its endpoint at mem[94][17]$_SDFFCE_PN0P_. In this run the critical path is formed by buf_8, nand2_1, nor2b_1, nand2_4, buf_4, buf_4, buf_4, o21ai_4, buf_4.
-- cells by family (layout without fill, tap and decap cells) --
logic type	Yosys count	count (layout)	synth area share
and+or+nand+nor	5118	5118	0.134
buffers and inverters	1246	1513	0.0280
xor gates and xnor gates	1	1	0.0000464
AOI/OAI and AO/OA	981	981	0.0366
DFF	4276	4276	0.671
other	0	23	0
muxes	1415	1415	0.130
-- tightest hold or removal path, cell delays in order, from the launching register on --
cell and delay, ps:
dfxtp_1 310, inv_1 50, a21oi_1 50
-- power by group --
| part | internal [mW] | switching, mW |
|---|---|---|
| Combinational | 0.143 | 0.337 |
| Sequential | 1.70 | 0.0461 |
| Clock | 0.753 | 0.595 |
| Total | 2.60 | 0.979 |
-- stage by stage --
stage               worst slack (ps)  hold WS, ps
floorplan                      91050          408
global placement               91230          436
detailed placement             91260          449
CTS                            92350          457
global route                   92120          494
finish                         92220          456
-- cell usage in the layout (no fill, tap or decap), drive strengths merged, types with 4 or more instances in the layout --
master | synthesis | layout
clkbuf | 954 | 590
a21oi | 102 | 102
nand3 | 145 | 145
clkdlybuf4s50 | 0 | 142
a2111oi | 18 | 18
mux2 | 34 | 34
and2 | 2183 | 2183
bufinv | 0 | 20
nand4b | 4 | 4
and3 | 4 | 4
diode | 0 | 23
nor3 | 16 | 16
and4b | 4 | 4
clkinv | 0 | 196
a21boi | 50 | 50
nor4 | 13 | 13
edfxtp | 4098 | 4098
nor2 | 2015 | 2015
inv | 2 | 21
nand2 | 618 | 618
dfxtp | 178 | 178
clkinvlp | 0 | 12
a22o | 80 | 80
mux2i | 553 | 553
a221oi | 16 | 16
nand4 | 18 | 18
o221ai | 14 | 14
a32oi | 15 | 15
nand2b | 33 | 33
a211oi | 18 | 18
o22ai | 30 | 30
o2111ai | 30 | 30
o21ai | 159 | 159
nor2b | 53 | 53
a22oi | 439 | 439
mux4 | 828 | 828
buf | 290 | 532
-- layer usage --
metal	track usage	vias to the layer above	wire, um
li1	-	47700	-
met1	0.219	53800	192000
met2	0.283	5744	261000
met3	0.141	1006	97300
met4	0.0753	54	29600
met5	0.0228	-	2220
-- how the worst min path moves through the flow --
stage / start / endpoint / depth (start not counted)
global route: raddr[26]$_SDFFE_PN0P_ / raddr[26]$_SDFFE_PN0P_ / 1
CTS: s_axi_rvalid$_SDFFE_PN0P_ / s_axi_rvalid$_SDFFE_PN0P_ / 2
finish: s_axi_rvalid$_SDFFE_PN0P_ / s_axi_rvalid$_SDFFE_PN0P_ / 2
-- sequential cells by signal (all words and copies together) (netlist names), 2 cells and up, named ones only --
register / cells
mem: 4096
s_axi_rdata: 32
rdata: 32
wdata: 32
state: 4
raddr: 32
waddr: 32
count: 2
-- area by class of cell --
| cell class | count | area, sq um | share of cell area |
|---|---|---|---|
| Antenna cell | 23 | 57.6 | 0.000267 |
| Inverter | 2 | 7.51 | 0.0000349 |
| Tap cell | 8322 | 10400 | 0.0484 |
| Sequential cell | 4276 | 127000 | 0.589 |
| Clock inverter | 247 | 1960 | 0.00911 |
| Timing Repair Buffer | 674 | 5540 | 0.0257 |
| Clock buffer | 590 | 12000 | 0.0556 |
| Multi-Input combinational cell | 7515 | 58600 | 0.272 |
Power is estimated from default activity; no workload was simulated.
